==> design.v <==
`timescale 10ps/1fs
module forwardingUnit(ex_memRd, id_exRn, id_exRm, mem_wbRd, mem_wbRegWrite, ex_memRegWrite, forwardA, forwardB, 
							 eximmediate, decRd, exRd, forward_zero, cbzop, sturop, exRegWrite, forward_store, loadop, 
							 forward_load, memMemRead, if_idRn, wbMemRead, forward_br, BR_op, forward_bl, BL_op);
    input logic [4:0] ex_memRd, id_exRn, id_exRm, mem_wbRd, decRd, exRd, if_idRn; 
    input logic mem_wbRegWrite, ex_memRegWrite, eximmediate, cbzop, sturop, exRegWrite, loadop, memMemRead, 
					 wbMemRead, BR_op, BL_op;
    output logic [1:0] forwardA, forwardB, forward_br, forward_store;
	 output logic forward_zero, forward_load, forward_bl;
    always_comb begin
        if ((ex_memRegWrite) && (ex_memRd != 5'b11111) && (ex_memRd == id_exRn)) begin
            forwardA = 2'b10;  
        end else if ((mem_wbRegWrite) && (mem_wbRd != 5'b11111) && (mem_wbRd != 5'b11111) && (mem_wbRd == id_exRn)) begin
            forwardA = 2'b01;  
        end else begin
            forwardA = 2'b00;  
        end
        if ((ex_memRegWrite) && (ex_memRd != 5'b11111) && (ex_memRd == id_exRm) && (~eximmediate)) begin
            forwardB = 2'b10;  
        end else if ((mem_wbRegWrite) && (mem_wbRd != 5'b11111) && (mem_wbRd != 5'b11111) && (mem_wbRd == id_exRm) && (~eximmediate)) begin
            forwardB = 2'b01;  
        end else begin
            forwardB = 2'b00;  
        end
		  if ((decRd == exRd) && (cbzop) && (exRegWrite == 1'b1) && (exRd != 5'b11111)) begin 
				forward_zero = 1'b1;
		   end else begin
				forward_zero = 1'b0;
			end
			if ((decRd == exRd) && (sturop) && (exRegWrite == 1'b1)) begin
				forward_store = 2'b10;
			end else if ((decRd == ex_memRd) && (sturop) && (ex_memRegWrite == 1'b1)) begin
				forward_store = 2'b01;
			end else begin
				forward_store = 2'b00;
			end
			if ((forwardA == 2'b01) && (wbMemRead)) begin
				forward_load = 1'b1;
			end else begin
				forward_load = 1'b0;
			end
			if ((decRd == exRd) && (BR_op) && (exRegWrite == 1'b1)) begin
				forward_br = 2'b10;
			end else if ((decRd == ex_memRd) && (BR_op) && (ex_memRegWrite == 1'b1)) begin
				forward_br = 2'b01;
			end else begin
				forward_br = 2'b00;
			end
			if ((ex_memRd == id_exRn) && (exRegWrite == 1'b1) && (BL_op)) begin
				forward_bl = 1'b1;
			end else begin
				forward_bl = 1'b0;
			end
    end
endmodule
module forwardingUnit_testbench();
	  logic [4:0] ex_memRd, id_exRn, id_exRm, mem_wbRd, decRd, exRd, if_idRn; 
     logic mem_wbRegWrite, ex_memRegWrite, eximmediate, cbzop, sturop, exRegWrite, loadop, memMemRead, wbMemRead, BR_op, BL_op;
     logic [1:0] forwardA, forwardB, forward_br, forward_store;
	  logic forward_zero, forward_load, forward_bl;
	forwardingUnit dut (.ex_memRd, .id_exRn, .id_exRm, .mem_wbRd, .mem_wbRegWrite, .ex_memRegWrite, .forwardA, .forwardB, 
							 .eximmediate, .decRd, .exRd, .forward_zero, .cbzop, .sturop, .exRegWrite, .forward_store, .loadop, 
							 .forward_load, .memMemRead, .if_idRn, .wbMemRead, .forward_br, .BR_op, .forward_bl, .BL_op);
	initial begin
		for (int i = 0; i < 32; i++) begin
			if (i < 16) begin
				ex_memRegWrite = 1; ex_memRd = i; id_exRn = i; mem_wbRegWrite = 1; mem_wbRd = i; id_exRm = i; eximmediate = 1; decRd = i; exRd = i; BR_op = 1; exRegWrite = 1; BL_op = 1; #1000;
			end else begin
				ex_memRegWrite = 0; ex_memRd = 5'b11111; id_exRn = 0; mem_wbRegWrite = 0; mem_wbRd = 0; id_exRm = 0; eximmediate = 0; decRd = 0; exRd = 0; BR_op = 0; exRegWrite = 0; BL_op = 0; #1000;
			end
		end
		for (int i = 0; i < 32; i++) begin
			if (i < 16) begin
				ex_memRegWrite = 1; ex_memRd = i + 1; id_exRn = i; mem_wbRegWrite = 1; mem_wbRd = i; id_exRm = i + 1; eximmediate = 1; decRd = i; exRd = i + 1; BR_op = 1; exRegWrite = 1; BL_op = 1; #1000;
			end else begin
				ex_memRegWrite = 0; ex_memRd = 5'b11111; id_exRn = 0; mem_wbRegWrite = 0; mem_wbRd = 0; id_exRm = 0; eximmediate = 0; decRd = 0; exRd = 0; BR_op = 0; exRegWrite = 0; BL_op = 0; #1000;
			end
		end
	end
endmodule
==> run.sh <==
#!/bin/bash
# OpenROAD 26Q1-2900-gdf79404cd8, Yosys 0.63+post, stock flow scripts
make -C /OpenROAD-flow-scripts/flow DESIGN_CONFIG=/design/flow/config.mk WORK_HOME=/design/flow/orfs finish
==> config.mk <==
export PLATFORM = sky130hd
export DESIGN_NAME = forwardingUnit
export DESIGN_NICKNAME = forwardingUnit
export VERILOG_FILES = /design/flow/design.v
export SDC_FILE = /design/flow/constraint.sdc
export NUM_CORES = 4
export LEC_CHECK = 1
export CORE_AREA = 10 10 70 70
export DIE_AREA = 0 0 80 80
==> constraint.sdc <==
current_design forwardingUnit

set clk_period 3.1
set clk_io_pct 0.2

create_clock -name clk0 -period $clk_period

set non_clock_inputs [all_inputs -no_clocks]
set_input_delay [expr $clk_period * $clk_io_pct] -clock clk0 $non_clock_inputs
set_output_delay [expr $clk_period * $clk_io_pct] -clock clk0 [all_outputs]
==> flow_summary.ini <==
; flow metrics
[pwr]
vdd_drop_max_mv = 0.02309
p_per_area_mw_per_mm2 = 104.9
p_leak_nw = 0.5385
power_mw = 0.1172

[synth]
ys_warn_count = 1
yosys.cell_types.count = 15
yosys.stat.seqShare_pct = 0
yosysChipArea_sq_um = 440.4
synth_top_area_share_pct = 41.76
synth_top_cell_by_count = xnor2_1
yosys.area.top_type = xnor2_1
area_leaders = xnor2_1 42%, xor2_1 18%, and2_1 5.7%
synth_cells = 62
avgSynthCellArea_sq_um = 7.104
ys_top_cells_by_count = 21 x xnor2_1, 9 x xor2_1, 5 x nand2_1, 5 x nand3_1
ys_cells = 62
syn_area_sq_um = 440.4

[final_layout]
regArea_sq_um = 0
comb_area_sq_um = 459.2
nFillCells = 363
areaGrowthSynthToFinish_pct = 153.7
clkbuf_count = 0
drive_gt1_share_pct = 8.403
flop-count = 0

[critical_path]
arrival_ns = 2.39
cp-end-kind = primary output
crit_fanout = 3
crit_path_end = forward_zero
cp-start-kind = input pin
critPathKind = in -> out
cp.required_ns = 2.48
crit_start = exRd[2]

[die]
initCoreUtil_pct = 12.89
die_w_um = 80
num_rows = 21
core_area_sq_mm = 0.003416
io_pins = 57
die-area_sq_mm = 0.006400
die_y_um = 80

[final_timing]
fmax_ghz = 0.3322
relSlewSlack_pct = 77.42
setup_violations = 0
fin_crit_ns = 3.011
slew_viol_final = 0
tightest_slew_ns = 0.3355
fin_ws_ns = 0.08940
holdWs_ns = 1.991
fin_crit_sh_pct = 97.12
hold_violations = 0

[run_status]
status = complete, no violations

[drt]
drtIter0Drc = 7
routed_wirelength_mm = 2.076
dr.pass1.iters = 2
detail-route-antenna-nets = 0
drc = 0
wl_per_cell_um = 12.58
via_per_inst = 3.836
num_vias = 633
antenna_cells = 0

[global_route]
use_met2_pct = 11.80
grt_start_max_net_pins = 5
grt_pass1_vias = 697
grt_pass1_wl_mm = 3.015
antenna_found_initial = 0
gr-total-overflow = 0
use_met3_pct = 1.250
grt_busiest_layer = met2
grt_util_met1_pct = 5.735
grt.total_usage_pct = 5.657

[min_path]
worstHoldPathType = in -> out

[flow_run]
warning_count = 39
max_cap_viol_count = 0

[placement]
gp_congestion = 0.8082
hpwlAfterDp_mm = 1.903
dp_slack_ns = -0.02424
numPortBuffers = 50
## per-layer routing
layer	vias up	wire length [um]
li1	333	-
met3	0	149
met2	15	1199
met4	0	0
met5	-	0
met1	285	727
## area by class of cell
cell class	count	share of cell area, %
multi-input combinational	62	41.10
tap	46	5.151
timing repair buffer	57	53.75
## cell usage in the layout, fill, tap and decap left out
cell type        netlist  final
nor3_1                 4      4
a311oi_2               0      1
clkdlybuf4s50_1        0     31
buf_4                  0      7
and3_1                 3      3
o21ai_1                1      1
nand3_1                5      5
nor4_2                 0      1
and2_1                 4      4
nor4b_2                0      1
nand4_1                3      3
or4_1                  1      1
nand2_1                5      5
o21ai_0                1      1
nor2_1                 1      1
dlymetal6s2s_1         0     19
xnor2_1               21     21
nor4_1                 2      1
xor2_1                 9      9
## power by group
part / switching, mW / total [mW] / internal [mW]
Combinational: 0.0424 / 0.117 / 0.0748
Clock: 0 / 0 / 0
Sequential: 0 / 0 / 0
Total: 0.0424 / 0.117 / 0.0748
## worst max-delay path, stage by stage
cell,delay [ns]
clkdlybuf4s50_1,0.43
xor2_1,0.18
nor4_2,0.30
and3_1,0.23
and3_1,0.16
clkdlybuf4s50_1,0.46
## per-stage QoR
stage | instance area [sq um] | util [%] | TNS, ns | std cells
2_1_floorplan | 440.4 | - | 0 | 62
3_3_place_gp | 1044 | 30.55 | 0 | 164
3_5_place_dp | 1044 | 30.55 | -0.03154 | 164
4_1_cts | 1050 | 30.73 | 0 | 164
5_1_grt | 1117 | 32.71 | -0.01953 | 165
6_report | 1117 | 32.71 | 0 | 165
## cells by family after synthesis
group           Yosys count  share of synthesized area, %
simple gates             29                         36.08
xor+xnor                 30                         59.66
compound gates            3                         4.260
## how the worst min path moves through the flow
| stage | from | to | slack, ns | cells after the start |
|---|---|---|---|---|
| CTS | BL_op | forward_bl | 2.17 | 4 |
| global route | id_exRm[2] | forwardB[1] | 2.07 | 5 |
| finish | id_exRm[2] | forwardB[1] | 1.99 | 5 |
## what timing repair did
item	in CTS	in global routing
gates resized	1	21
setup endpoints to repair	3	9
pin swaps	0	4
gates cloned	0	0
setup buffers	0	1
endpoints found under the hold margin	0	0
hold buffers	0	0
No activity file was given, so power comes from the tool's default toggle rates.
