`config.mk`:
```
export PLATFORM = sky130hd
export DESIGN_NAME = fullAdder64
export DESIGN_NICKNAME = fullAdder64
export VERILOG_FILES = /design/flow/design.v
export SDC_FILE = /design/flow/constraint.sdc
export NUM_CORES = 4
export LEC_CHECK = 1
export CORE_AREA = 10 10 113 113
export DIE_AREA = 0 0 123 123
```
`constraint.sdc`:
```
current_design fullAdder64

set clk_period 62.0
set clk_io_pct 0.2

create_clock -name clk0 -period $clk_period

set non_clock_inputs [all_inputs -no_clocks]
set_input_delay [expr $clk_period * $clk_io_pct] -clock clk0 $non_clock_inputs
set_output_delay [expr $clk_period * $clk_io_pct] -clock clk0 [all_outputs]
```
`design.v`:
```
`timescale 10ps/1fs
module fullAdder (a, b, cin, sum, cout);
	input  logic a, b, cin;
	output logic sum, cout;
	logic xorAB, andAB, andABCin; 
	xor #5 xor0 (xorAB, a, b);
	xor #5 xor1 (sum, xorAB, cin);
	and #5 and0 (andAB, a, b);
	and #5 and1 (andABCin, xorAB, cin);
	or #5 or0 (cout, andAB, andABCin);
endmodule
module fullAdder_testbench();
	logic a, b, cin, sum, cout;
	fullAdder dut (a, b, cin, sum, cout);
	initial begin
		for (int i = 0; i < 8; i++) begin
			{a, b, cin} = i; #1000;
		end  
	end 
endmodule  
`timescale 10ps/1fs
module fullAdder64(a, b, cin, sum, cout);
	input  logic [63:0] a, b;
	input  logic cin;
	output logic [63:0] sum;
	output logic cout;
	logic [63:0] carries;
	fullAdder firstAdder (.a(a[0]), .b(b[0]), .cin(cin), .sum(sum[0]), .cout(carries[0]));
	genvar i;
	generate 
		for (i = 1; i < 63; i++) begin: createAdders
			fullAdder theOtherAdders (.a(a[i]), .b(b[i]), .cin(carries[i-1]), .sum(sum[i]), .cout(carries[i]));
		end
	endgenerate
	fullAdder lastAdder (.a(a[63]), .b(b[63]), .cin(carries[62]), .sum(sum[63]), .cout(carries[63]));
endmodule
module fullAdder64_testbench();
	logic [63:0] a, b;
	logic cin;
	logic [63:0] sum;
	logic cout;
	fullAdder64 dut (.a, .b, .cin, .sum, .cout);
	initial begin
		cin = 0; #1000;
		for (int i = 0; i < 2**64; i++) begin
			{a, b} = i; cin = ~cin; #1000;
		end
	end
endmodule
```
`run.sh`:
```
#!/bin/bash
# OpenROAD 26Q1-2900-gdf79404cd8, Yosys 0.63+post, stock flow scripts
make -C /OpenROAD-flow-scripts/flow DESIGN_CONFIG=/design/flow/config.mk WORK_HOME=/design/flow/orfs finish
```
==> changes_impl.md <==
## Implementation

- Utilization of the core after routing: 33.0%
- Final setup violation count: 0
- Worst Setup Path Type: in -> out
- Tightest Hold Check Type: in -> out
- Maximum fanout along the worst path: 1
- FILL cells: 1,013
- Post-layout instance area: 3410 µm²
- Dominant logic cell type in the layout: sky130_fd_sc_hd__clkdlybuf4s50_1
- Placement Cell Area: 3410 µm²
- Routed vias/inst: 3.56
- Clock buffer cells: 0
- Post-Syn Area: 1800 µm²
- Non-filler cells in the finished layout: 399
- Unrepaired setup endpoints after global routing: no
- First-pass GRT wire length: 10,000 µm
- Worst path top cell family by delay: adder cells
- Remaining Overflow, GRT: 0
- Global-route usage over all layers: 8.69%
- Worst hold path endpoint: sum[0]
- Detailed router's first-iteration violation count: 4
- CP arrival: 38,090 ps
- Final critical path time including I/O delays and setup: 50,490 ps
- Final Wtd Congestion: 0.890
- Fraction of the core area occupied by cells at floorplan: 17.4%
- Number of cells traversed by the worst hold path: 5
- Overall routed net length: 6810 µm
- Ports: 194
- Power density over cell area: 10.2 nW/µm²
- Most Frequent Cell on Critical Path: sky130_fd_sc_hd__fa_1
- Pin count of the biggest net entering global routing: 2
- Top comb family, area: adder cells
- Endpoint kind of the worst setup timing path: primary output
- 1st-pass router iterations: 4
- Number of port buffers: 193
- Outcome: completed
- Number of sequential cells in the layout: 0
- Worst hold slack across all endpoints: 25,830 ps
- Peak supply drop: 4.01 µV
- Remaining routing DRC violations: 0
- Post-CTS Repair Setup Buffers: 0
- Total die area: 15,100 µm²
- Post-cts resize count: 0
- Worst Setup Slack, final: 11,510 ps
- Mean post-synth cell area: 13.3 µm²
- XOR-XNOR Cells, Area Fraction: 1.32%
- Height of the die: 123 µm
- Warnings from Yosys: 1
- Synth Area in Compound Gates: 0%
- Adder-cell area share of the yosys netlist: 70.2%
- Max Slew Vio Count: 0
- Number of cells in the yosys synthesis report: 135
- Top logic cells by instance count in the layout: sky130_fd_sc_hd__clkdlybuf4s50_1 (193), sky130_fd_sc_hd__fa_1 (63), sky130_fd_sc_hd__inv_1 (5)
- Vias in the first global route: 1,731
- Master of the slowest instance on the critical path: sky130_fd_sc_hd__clkdlybuf4s50_1
- Number of hold violations in the final report: 0
- Proportion of layout cells with a drive suffix above 1: 0%
- Portion of the clock cycle consumed by the worst path in the final layout: 81.4%
- P_leak: 1.26 nW
- Setup_tns: 0 ps
- Number of buffers and inverters on the critical path: 4
- HPWL reported at the end of detailed placement: 6700 µm
- Summed standard-cell area reported by yosys: 1800 µm²
- Synth cell types: 5
- Sequential Area: 0 µm²
- Delay of the slowest cell on the worst path: 480 ps
- Hold bufs inserted after CTS: 0
- Routed via count: 1,421
- Width of the die: 123 µm
- Antenna Cells: 0
- Critical hold path startpoint: cin
- Number of cell rows: 37
- Detail-routed net length per standard cell: 17.1 µm
- Final total power: 0.0347 mW
- # placed instances: 399
- Worst EP required: 49,600 ps
- Syn-to-layout area delta: 89.9%
- Max-Cap Viols: 0
- Remaining antenna violation count: 0
- Mux share of post-synthesis cell area: 0%
- Logic area: 1290 µm²
- Share of the yosys chip area belonging to registers: 0%
- Count of mapped cells out of synthesis: 135
- Core region area: 10,300 µm²
- Initial antenna violation count: 0
- Worst setup timing slack at the placement stage: 11,420 ps
- OpenROAD warnings: 32
- Max Clock Freq: 19.8 MHz
- Sort of element at the start of the critical path: input pin
- Simple Share, Synth: 0%
report_power, final:
part           total [mW]  internal [mW]  switching (mW)
logic              0.0347         0.0255         0.00916
registers               0              0               0
clock network           0              0               0
layout make-up:
| type | instances | area share [%] |
|---|---|---|
| Timing Repair Buffer | 193 | 56.7 |
| Multi-Input combinational cell | 65 | 37.8 |
| Tap cell | 136 | 4.99 |
| Inverter | 5 | 0.550 |
logic make-up (layout without fill, tap and decap cells):
group        count (synthesis)  in the layout
buf+inv                     70            198
fa+ha+maj                   63             63
xor+xnor                     1              1
other cells                  1              1
routing by layer:
metal / vias to the layer above / share of wire (%) / track usage, %
met2: 189 / 34 / 11.3
li1: 590 / - / -
met3: 0 / 29 / 9.25
met1: 642 / 37 / 10.4
met5: - / 0 / 0
met4: 0 / 0 / 0
synthesized netlist by cell type:
library cell | n | share of area (%)
sky130_fd_sc_hd__conb_1 | 1 | 0.21
sky130_fd_sc_hd__inv_1 | 5 | 1.0
sky130_fd_sc_hd__buf_4 | 65 | 27
sky130_fd_sc_hd__xor3_1 | 1 | 1.3
sky130_fd_sc_hd__fa_1 | 63 | 70
worst max path at each step:
stage	start	end	slack, ps	depth (start not counted)
6_report	a[0]	sum[63]	11510	68
4_1_cts	a[0]	sum[63]	11380	68
5_1_grt	a[0]	sum[63]	10620	68
Power is estimated from default activity; no workload was simulated.
