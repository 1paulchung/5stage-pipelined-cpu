<file path="flow/config.mk">
export PLATFORM = sky130hd
export DESIGN_NAME = decoder_32
export DESIGN_NICKNAME = decoder_32
export VERILOG_FILES = /design/flow/design.v
export SDC_FILE = /design/flow/constraint.sdc
export NUM_CORES = 4
export LEC_CHECK = 1
export CORE_AREA = 10 10 70 70
export DIE_AREA = 0 0 80 80
</file>
<file path="flow/constraint.sdc">
current_design decoder_32

set clk_period 1.7
set clk_io_pct 0.2

create_clock -name clk0 -period $clk_period

set non_clock_inputs [all_inputs -no_clocks]
set_input_delay [expr $clk_period * $clk_io_pct] -clock clk0 $non_clock_inputs
set_output_delay [expr $clk_period * $clk_io_pct] -clock clk0 [all_outputs]
</file>
<file path="flow/design.v">
`timescale 10ps/1fs 
module decoder_2 (in, out, en);
	input logic in, en;
	output logic [1:0] out;
	wire w;
	not #5 not1 (w, in);
	and #5 and1 (out[0], en, w);
	and #5 and2 (out[1], en, in);
endmodule
module decoder_2_testbench();
	logic in, en;
	logic [1:0] out;
	decoder_2 dut (.in, .out, .en);
	initial begin
		in = 0; en = 0; #10;
		in = 0; en = 1; #10;  
		in = 1; en = 0; #10;
		in = 1; en = 1; #10;  
	end
endmodule
module decoder_32 (in, out, en);
	input logic [4:0] in;
	input logic en;
	output logic [31:0] out;
	wire [3:0] w;
	decoder_4 d_1 (.in(in[4:3]), .out(w[3:0]), .en(en));
	decoder_8 d_2 (.in(in[2:0]), .out(out[7:0]), .en(w[0]));
	decoder_8 d_3 (.in(in[2:0]), .out(out[15:8]), .en(w[1]));
	decoder_8 d_4 (.in(in[2:0]), .out(out[23:16]), .en(w[2]));
	decoder_8 d_5 (.in(in[2:0]), .out(out[31:24]), .en(w[3]));
endmodule
module decoder_32_testbench();
	logic [4:0] in;
	logic en;
	logic [31:0] out;
	decoder_32 dut (.in, .out, .en);
	initial begin
		in = 5'b00000; en = 0; #10; 
		in = 5'b00000; en = 1; #10;  
		in = 5'b00001; en = 1; #10;  
		in = 5'b00010; en = 1; #10;  
		in = 5'b11101; en = 1; #10;  
		in = 5'b11110; en = 1; #10;  
		in = 5'b11111; en = 1; #10;  
	end
endmodule
`timescale 10ps/1fs
module decoder_4(in, out, en);
	output logic [3:0] out;
	input logic [1:0] in;
	input en;
	wire [1:0] w;
	not #5 not0 (w[0], in[0]);
	not #5 not1 (w[1], in[1]);
	and #5 and0 (out[0], en, w[0], w[1]);
	and #5 and1 (out[1], en, in[0], w[1]);
	and #5 and2 (out[2], en, w[0], in[1]);
	and #5 and3 (out[3], en, in[0], in[1]);
endmodule
module decoder_4_testbench();
	logic [1:0] in;
	logic en;
	logic [3:0] out;
	decoder_4 dut (.in, .out, .en);
	initial begin
		in = 2'b00; en = 0; #10; 
		in = 2'b00; en = 1; #10;  
		in = 2'b01; en = 1; #10;  
		in = 2'b10; en = 1; #10;  
		in = 2'b11; en = 1; #10;  
	end
endmodule
module decoder_8 (in, out, en);
	input logic [2:0] in;
	input logic en;
	output logic [7:0] out;
	wire [1:0] w;
	decoder_2 d_1 (.in(in[2]), .out(w[1:0]), .en(en));
	decoder_4 d_2 (.in(in[1:0]), .out(out[3:0]), .en(w[0]));
	decoder_4 d_3 (.in(in[1:0]), .out(out[7:4]), .en(w[1]));	
endmodule
module decoder_8_testbench();
	logic [2:0] in;
	logic en;
	logic [7:0] out;
	decoder_8 dut (.in, .out, .en);
	initial begin
		in = 3'b000; en = 0; #10; 
		in = 3'b000; en = 1; #10;  
		in = 3'b001; en = 1; #10;  
		in = 3'b010; en = 1; #10;  
		in = 3'b011; en = 1; #10;  
		in = 3'b100; en = 1; #10;  
		in = 3'b101; en = 1; #10;  
		in = 3'b110; en = 1; #10;  
		in = 3'b111; en = 1; #10;  
	end
endmodule
</file>
<file path="flow/run.sh">
#!/bin/bash
# OpenROAD 26Q1-2900-gdf79404cd8, Yosys 0.63+post, stock flow scripts
make -C /OpenROAD-flow-scripts/flow DESIGN_CONFIG=/design/flow/config.mk WORK_HOME=/design/flow/orfs finish
</file>
==> qor.csv <==
metric;value;unit
hold_class;in2out;
critPathBufInv;3;
min_period_over_period;0.980;
dieArea;6400;µm²
place_congestion;0.799;
dp_hpwl;1280;µm
grt_pass1_vias;573;
final_hold_viol_count;0;
status;completed;
drv_slew;0;
rows;21;
vias;574;
vias_per_cell;3.63;
synthCells;47;
rsz0062_at_grt;false;
crit_top_cell;buf_2;
yosysTopAreaCellShare;0.513;
instances_no_fill;158;
synthTopCellsByCount;32 x nor2_1, 3 x clkbuf_1, 3 x nand4b_1, 3 x nand4bb_1, 2 x nand2b_1;
diodes;0;
ys_chip_area;234;µm²
route.detailed.drc;0;
crit_path_max_fanout;3;
initCoreUtil;0.0685;
fp.coreArea;3420;µm²
ios;38;
startpoint_type;primary input;
vdd_drop_max;0.0331;mV
drt_iter0_markers;31;
portBuffers;38;
n_sequential_cell;0;
grt_max_degree;9;
critPathRequiredTime;1360;ps
ys_seq_share;0;
yosysTopAreaCell;nor2_1;
num-clock-buffers;0;
place_inst;133;
drt_pre_antenna_iters;3;
worstMarginPinSlew;179;ps
wl_per_cell;11.8;µm
slowest_stage;or4b_4;
slowest_delay;540;ps
p_per_area;136;nW/µm²
hold_path_depth;4;
yosysMostFrequentCell;nor2_1;
grt_usage;0.0529;
fin_ws;33.5;ps
overflow;0;
tool_warnings;33;
power_leakage;0.490;nW
worstSetupPathType;in2out;
area_growth;305;%
finalPower;0.000129;W
grt_pass1_wl;2860;µm
synthTopCellsByArea;nor2_1 51%, nand4bb_1 14%, nand4b_1 11%, or4b_4 5.9%, nand2b_1 5.3%;
die_x;80;µm
max_freq;600;MHz
whs_endpoint;out[26];
yosysWarningCount;0;
logic_area;344;µm²
wirelength;1860;µm
relSlewSlack;0.880;
ys_cells;47;
ant_nets;0;
fp.dieH;80;µm
crit_cells;5;
antenna_found_initial;0;
min_from;in[3];
flop_area;0;µm²
yosysUniqueCellTypes;9;
setup_viol_count_final;0;
path_cells;buf_2 > or4b_4 > buf_6 > nor2_4 > buf_2;
syn_avg_cell_area;4.98;µm²
cp-end-kind;output pin;
cp.arrival;1330;ps
fill_cells;349;
drive_above_1_share;0.580;
dpl_worst_slack;-567;ps
netlist_area;234;µm²
drv_cap;0;
path_delay_family;simple AND/OR/NAND/NOR gates;
finalCriticalPeriod;1670;ps
## worst max path at each step
stage / from / to / slack (ps)
finish: in[4] / out[8] / 30
global route: in[2] / out[17] / 4
CTS: in[4] / out[3] / -100
## logic make-up after synthesis
logic type / after synthesis / share of synthesized area
simple gates: 44 / 0.952
buf+inv: 3 / 0.0481
## power breakdown
part / internal, W / leakage, nW / switching (W)
registers: 0 / 0 / 0
logic: 0.0000732 / 0.490 / 0.0000556
clock network: 0 / 0 / 0
## metal layers
metal / track usage / vias up / wire length [µm]
li1: - / 286 / -
met1: 0.0647 / 259 / 758
met2: 0.0907 / 29 / 823
met3: 0.0205 / 0 / 276
met4: 0 / 0 / 0
met5: 0 / - / 0
## placed cells by master, fill, tap and decap left out
cell type         n
nor2_1           21
dlygate4sd2_1    20
buf_4            18
buf_2            12
buf_6            12
nor2_2            7
nor2_4            4
clkbuf_2          4
nand4b_1          3
nand4bb_4         3
nand2b_4          2
clkdlybuf4s15_1   2
or4b_4            1
nand2_4           1
or2_4             1
nand4_1           1
## cell type report
cell class | count | area share
Multi-Input combinational cell | 44 | 0.363
Tap cell | 46 | 0.0608
Timing Repair Buffer | 68 | 0.576
## stage by stage
stage               area, µm²  setup TNS, ps  utilization  hold slack (ps)
finish                    947              0        0.277             1100
global route              947              0        0.277             1130
CTS                       921           -260        0.270             1080
detailed placement        698         -14900        0.204             1740
global placement          698         -14450        0.204             1740
floorplan                 234              0            -              805
## what timing repair did
action                     4_1_cts  5_1_grt
hold buffers                     0        0
setup buffers                   23        2
gates resized                   94       20
pin swaps                       38        6
setup endpoints to repair       32       23
No activity file was given, so power comes from the tool's default toggle rates.
